<file path="run.sh">
#!/bin/bash
# OpenROAD 26Q1-2900-gdf79404cd8, Yosys 0.63+post, stock flow scripts
make -C /OpenROAD-flow-scripts/flow DESIGN_CONFIG=/design/flow/config.mk WORK_HOME=/design/flow/orfs finish
</file>
<file path="design.v">
`timescale 1ns / 1ps
module ALU(
    output [15:0] s,
    output C,
	 output N,
	 output Z,
	 output V,
    input [15:0] a,
    input [15:0] b,
    input cin,
	 input [2:0] op
    );
wire [16:0] r;
assign r =
  op == 0 ? b :
  op == 1 ? a & b :
  op == 2 ? ~b :
  op == 3 ? a ^ b :
  op == 4 ? a + b :
  op == 5 ? a + b + cin :
  op == 6 ? a + (~b) + 1 :
  op == 7 ? a + (~b) + cin : 0;
assign s = r[15:0];
assign C = r[16];
assign N = r[15];
assign Z = r[15:0] == 0;
assign V = (~a[15])&((~b[15])^op[1])&r[15] | a[15]&(b[15]^op[1])&(~r[15]);
endmodule
`timescale 1ns / 1ps
module RAM(
    output [15:0] q,
    input clk,
    input load,
    input [15:0] d,
    input [3:0] addr
    );
assign q =
  addr == 0 ? 16'b1000000000000000 :
  addr == 2 ? 16'b1010000000000111 :
  addr == 4 ? 16'b1101111111111100 :
  0;
endmodule
`timescale 1ns / 1ps
module SSD_Decoder(
    input  [3:0]binary_in,
    output [6:0]SSD_out
    );
assign SSD_out  = 
           (binary_in==4'b0000)?7'b1000000 :
           (binary_in==4'b0001)?7'b1111001 :
           (binary_in==4'b0010)?7'b0100100 :
           (binary_in==4'b0011)?7'b0110000 :
           (binary_in==4'b0100)?7'b0011001 :
           (binary_in==4'b0101)?7'b0010010 :
           (binary_in==4'b0110)?7'b0000010 :
           (binary_in==4'b0111)?7'b1111000 :
           (binary_in==4'b1000)?7'b0000000 :
           (binary_in==4'b1001)?7'b0010000 :
           (binary_in==4'b1010)?7'b0001000 :
           (binary_in==4'b1011)?7'b0000011 :
           (binary_in==4'b1100)?7'b1000110 :
           (binary_in==4'b1101)?7'b0100001 :
           (binary_in==4'b1110)?7'b0000110 :
           (binary_in==4'b1111)?7'b0001110 :
           7'b0000000;
endmodule
`timescale 1ns / 1ps
module blink(
	 output LD0,
	 output LD1,
	 output LD2,
	 output LD3,
	 output LD4,
	 output LD5,
	 output LD6,
	 output LD7,
	 output CA,
	 output CB,
	 output CC,
	 output CD,
	 output CE,
	 output CF,
	 output CG,
	 output DP,
	 output AN0,
	 output AN1,
	 output AN2,
	 output AN3,
	 output RED0,
	 output RED1,
	 output RED2,
	 output GREEN0,
	 output GREEN1,
	 output GREEN2,
	 output BLUE0,
	 output BLUE1,
	 output HSYNC,
	 output VSYNC,
    input GCLK0,
	 input SW0,
	 input SW1,
	 input SW2,
	 input SW3,
	 input SW4,
	 input SW5,
	 input SW6,
	 input SW7,
	 input BTNL,
	 input BTNR,
	 input BTNU,
	 input BTND,
	 input BTNS
    );
wire clock;
debounce _debounce(clock, BTNR, GCLK0);
wire exec;
wire [15:0] ir_reg;
wire [15:0] ir_data;
register ir_(ir_reg, clock, ir_load, ir_data);
wire [15:0] r0_reg;
wire [15:0] r0_data;
register r0_(r0_reg, clock, r0_load, r0_data);
wire [15:0] r1_reg;
wire [15:0] r1_data;
register r1_(r1_reg, clock, r1_load, r1_data);
wire [15:0] r2_reg;
wire [15:0] r2_data;
register r2_(r2_reg, clock, r2_load, r2_data);
wire [15:0] r3_reg;
wire [15:0] r3_data;
register r3_(r3_reg, clock, r3_load, r3_data);
wire [15:0] r4_reg;
wire [15:0] r4_data;
register r4_(r4_reg, clock, r4_load, r4_data);
wire [15:0] r5_reg;
wire [15:0] r5_data;
register r5_(r5_reg, clock, r5_load, r5_data);
wire [15:0] r6_reg;
wire [15:0] r6_data;
register r6_(r6_reg, clock, r6_load, r6_data);
wire [15:0] r7_reg;
wire [15:0] r7_data;
programcounter r7_(r7_reg, clock, r7_load, r7_data, r7_count);
wire [15:0] in1_reg;
wire [2:0] in1_select;
assign in1_reg =
  in1_select == 0 ? r0_reg :
  in1_select == 1 ? r1_reg :
  in1_select == 2 ? r2_reg :
  in1_select == 3 ? r3_reg :
  in1_select == 4 ? r4_reg :
  in1_select == 5 ? r5_reg :
  in1_select == 6 ? r6_reg :
  in1_select == 7 ? r7_reg :
  0;
wire [15:0] in2_reg;
wire [2:0] in2_select;
assign in2_reg =
  in2_select == 0 ? r0_reg :
  in2_select == 1 ? r1_reg :
  in2_select == 2 ? r2_reg :
  in2_select == 3 ? r3_reg :
  in2_select == 4 ? r4_reg :
  in2_select == 5 ? r5_reg :
  in2_select == 6 ? r6_reg :
  in2_select == 7 ? r7_reg :
  0;
wire [15:0] in3_reg;
wire [15:0] alu_out;
wire [2:0] alu_op;
ALU alu_(alu_out, C, N, Z, V, in1_reg, in3_reg, 0, alu_op);
wire [15:0] ram_out;
RAM ram_(ram_out, clk, ram_load, in2_reg, alu_out);
wire [15:0] out_reg;
wire out_ramnotalu;
assign out_reg = out_ramnotalu ? ram_out : alu_out;
assign ir_data = out_reg;
assign r0_data = out_reg;
assign r1_data = out_reg;
assign r2_data = out_reg;
assign r3_data = out_reg;
assign r4_data = out_reg;
assign r5_data = out_reg;
assign r6_data = out_reg;
assign r7_data = out_reg;
microcode microcode_(exec, clock);
assign r7_count = ~exec;
assign in1_select
  = ~exec
  || ir_reg[15:13] == 3'b110
  || ir_reg[15:11] == 5'b11100 && ir_reg[7:4] == 4'b1111
  ? 3'd7  
  : ir_reg[10:8];
assign in2_select
  = ir_reg[15:14] == 2'b01
  ? ir_reg[13:11]  
  : ir_reg[2:0];  
assign in3_reg
  = ~exec
  ? 16'h0  
  : ir_reg[15:14] != 2'b11
  ? {8'b00000000, ir_reg[7:0]}  
  : ir_reg[15:13] == 3'b110
  ? { ir_reg[8], ir_reg[8], ir_reg[8], ir_reg[8], ir_reg[8], ir_reg[8], ir_reg[8], ir_reg[8:0] }  
  : ir_reg[15:11] == 5'b11100
  ? { 12'b000000000000, ir_reg[3:0] }  
  : in2_reg;  
assign alu_op =
	~exec ? 3'b100 :  
	ir_reg[15:14] == 2'b10 ? ir_reg[13:11] :  
	ir_reg[15:13] == 3'b110 ? 3'b100 :  
	ir_reg[6:4];  
assign out_ramnotalu = ~exec ? 1 : 0;
assign ir_load = ~exec;
wire [2:0] temp_load;
assign temp_load =
  ir_reg[15:14] == 2'b10 ? ir_reg[10:8] :  
  3'd7;  
assign r0_load = exec && temp_load == 3'b000;
assign r1_load = exec && temp_load == 3'b001;
assign r2_load = exec && temp_load == 3'b010;
assign r3_load = exec && temp_load == 3'b011;
assign r4_load = exec && temp_load == 3'b100;
assign r5_load = exec && temp_load == 3'b101;
assign r6_load = exec && temp_load == 3'b110;
assign r7_load = exec && temp_load == 3'b111;
wire [15:0] output_reg;
segments segments_(
  {DP, CG, CF, CE, CD, CC, CB, CA},
  {AN3, AN2, AN1, AN0},
  GCLK0,
  output_reg);
wire [3:0] switches = {SW3, SW2, SW1, SW0};
assign output_reg =
  switches == 0 ? r0_reg :
  switches == 1 ? r1_reg :
  switches == 2 ? r2_reg :
  switches == 3 ? r3_reg :
  switches == 4 ? r4_reg :
  switches == 5 ? r5_reg :
  switches == 6 ? r6_reg :
  switches == 7 ? r7_reg :
  switches == 8 ? ir_reg :
  switches == 9 ? in1_reg :
  switches == 10 ? in2_reg :
  switches == 11 ? in3_reg :
  switches == 12 ? out_reg : 0;
 assign LD0 = SW0;
 assign LD1 = SW1;
 assign LD2 = SW2;
 assign LD3 = SW3;
 assign LD4 = SW4;
 assign LD5 = SW5;
 assign LD6 = exec;
 assign LD7 = ~exec;
clock25mhz clock25mhz_(clk25, GCLK0);
wire [13:0] addr;
vga vga_(
  {BLUE1, BLUE0, GREEN2, GREEN1, GREEN0, RED2, RED1, RED0}, HSYNC, VSYNC,
  addr,
  clk25,
  8'hff);
endmodule
module microcode(
  output reg exec,
  input clk
  );
always @ (posedge clk) begin
 exec <= ~exec;
end
endmodule
`timescale 1ns / 1ps
module clock25mhz(
    output clk25,
    input clk100
    );
reg [1:0] cnt;
always @ (posedge clk100) begin
  cnt <= cnt + 1'b1;
end
assign clk25 = cnt[1];
endmodule
`timescale 1ns / 1ps
module debounce(
    output reg DB_out,
    input button_in,
    input clk
    );
wire n_reset;
assign n_reset = 1; 
    parameter N = 13;      
    reg  [N-1 : 0]  delaycount_reg;                     
    reg  [N-1 : 0]  delaycount_next;
    reg DFF1, DFF2;                                 
    wire q_add;                                     
    wire q_reset;
        always @ ( posedge clk )
        begin
            if(n_reset ==  1'b0)  
                begin
                    DFF1 <= 1'b0;
                    DFF2 <= 1'b0;
                    delaycount_reg <= { N {1'b0} };
                end
            else
                begin
                    DFF1 <= button_in;
                    DFF2 <= DFF1;
                    delaycount_reg <= delaycount_next;
                end
        end
    assign q_reset = (DFF1  ^ DFF2);  
    assign  q_add = ~(delaycount_reg[N-1]);  
    always @ ( q_reset, q_add, delaycount_reg)
        begin
            case( {q_reset , q_add})
                2'b00 :
                        delaycount_next <= delaycount_reg;
                2'b01 :
                        delaycount_next <= delaycount_reg + 1;
                default :
                        delaycount_next <= { N {1'b0} };
            endcase    
        end
    always @ ( posedge clk )
        begin
            if(delaycount_reg[N-1] == 1'b1)
                    DB_out <= DFF2;
            else
                    DB_out <= DB_out;
        end
endmodule
`timescale 1ns / 1ps
module programcounter(
    output reg [15:0] q,
    input clk,
    input load,
    input [15:0] d,
    input count
    );
always @ (posedge clk) begin
  if (load == 1)
    q <= d;
  else
    if (count == 1)
      q <= q + 16'h2;
    else
	   q <= q;
end
endmodule
`timescale 1ns / 1ps
module register(
    output reg [15:0] q,
    input clk,
    input load,
    input [15:0] d
    );
always @ (posedge clk) begin
  if (load == 1)
    q <= d;
  else
    q <= q;
end
endmodule
`timescale 1ns / 1ps
module segments(
	 output [7:0] cathodes,
	 output [3:0] anodes,
    input clk,
    input [15:0] d
    );
reg [19:0] count = 0;
always @ (posedge clk) begin
 count <= count + 20'h1;
end
wire [3:0] digit;
assign digit = d[4*count[19:18] +: 4];
wire [6:0] segs;
SSD_Decoder decoder_(digit, segs); 
assign cathodes = {1'b1, segs};
not(t19, count[19]);
not(t18, count[18]);
nand(anodes[0], t19, t18);
nand(anodes[1], t19, count[18]);
nand(anodes[2], count[19], t18);
nand(anodes[3], count[18], count[19]);
endmodule
`timescale 1ns / 1ps
module vga(
    output [7:0] index,
    output HSYNC,
    output VSYNC,
    output [13:0] addr,
    input clk,
    input [7:0] d
    );
reg [9:0] hcnt = 0;
always @ (posedge clk) begin
  if (hcnt == 799)
    hcnt <= 10'h0;
  else
    hcnt <= hcnt + 1'b1;
end
assign HSYNC = hcnt >= 656 ? hcnt < 752 ? 1'b0 : 1'b1 : 1'b1;
reg [8:0] vcnt = 0;
always @ (posedge clk) begin
  if (hcnt == 656)
    if (vcnt == 524)
	   vcnt <= 9'h0;
	 else
	   vcnt <= vcnt + 1'b1;
  else
    vcnt <= vcnt;
end
assign VSYNC = vcnt >= 490 ? vcnt < 492 ? 1'b0 : 1'b1 : 1'b1;
assign addr = hcnt[9:2] + 160 * (vcnt[8:2] - 10);
assign index = hcnt < 640 ? vcnt >= 40 && vcnt < 440 ? d : 8'h0 : 8'h0;
endmodule
</file>
<file path="constraint.sdc">
current_design blink

set clk_period 7.5
set clk_io_pct 0.2

create_clock -name clk0 -period $clk_period [get_ports {GCLK0}]

set non_clock_inputs [all_inputs -no_clocks]
set_input_delay [expr $clk_period * $clk_io_pct] -clock clk0 $non_clock_inputs
set_output_delay [expr $clk_period * $clk_io_pct] -clock clk0 [all_outputs]
</file>
<file path="config.mk">
export PLATFORM = sky130hd
export DESIGN_NAME = blink
export DESIGN_NICKNAME = blink
export VERILOG_FILES = /design/flow/design.v
export SDC_FILE = /design/flow/constraint.sdc
export NUM_CORES = 4
export LEC_CHECK = 1
export CORE_UTILIZATION = 40
</file>
==> results.txt <==
Latest figures from synthesis and place and route.

The clock latency at the later pin of the worst-skew pair is around 0.28 ns. The worst setup path is captured at an output port. The worst slew margin relative to its limit is 0.3235. The initial core utilization is 0.4068. The final weighted congestion in routability-driven placement is 1.030. The layout overhead on the synthesized area is 8.870%. The first global-routing pass estimated about 110 mm of wire. Based on the critical path, the design can be clocked at up to 0.1352 GHz. 329 endpoints have no timing constraint.

Of the total power, combinational logic draws 0.313. A synthesized cell averages approximately 8.7 um2. The final hold violation count is 0. The run reported a max-capacitance violation count of 0. The routed layout has approximately 16,000 vias. The internal power contribution is slightly above 400 uW. Switching power as a fraction of the total was reported as 0.3184. The worst-margin pin slew is ~1.0 ns. The share of the Yosys chip area taken by registers is 0.3627.

The number of enable-type register cells in the synthesized netlist is approximately 170. In this run the remaining antenna-violating nets after routing total 0. STA lists the maximum fanout along the critical path as 10. Per the placement log, port buffering inserted 32 buffers. The worst setup path is launched from a primary input. Summed over all nets, the switching power comes to roughly 190 uW. The number of global-route vias before repair came to ~15,000. The number of warnings printed during yosys synthesis is 28. In this run the horizontal extent of the chip is between 200 and 250 um. The data arrival time of the critical path is 5.90 ns.

Of the post-synthesis cell area, the dominant cell type holds 0.3183. The mapped cell area is about 16,000 um2. By instance count, the cell type seen most on the critical path is sky130_fd_sc_hd__buf_4. The path class of the lowest-slack min-delay path is flop to flop. In the synthesized netlist the dominant register cell turns out to be sky130_fd_sc_hd__edfxtp_1. After clock tree synthesis, the setup repair step added 0 buffers. The setup slack on the worst flop-to-flop path is around 5.7 ns. The setup TNS is 0 ns.

The register containing the most flip-flops in the final layout is segments_.count. Counting flops with an async set or reset pin after synthesis yields a share of 0. The worst-case clock skew is 0.004019 ns. The floorplan step set the die height to about 200 um. The multi-input combinational cell area is around 9200 um2. The post-DP HPWL is 56.58 mm. Setup repair after global routing left no endpoint under its margin. Entering global routing, the biggest net connects a little over 80 pins. The total area of sequential cells is 5717 um2. The number of top-level pins is about 44. The cell at the root of the clock tree is sky130_fd_sc_hd__clkbuf_16. The most common library cell in the layout ignoring fill and taps is sky130_fd_sc_hd__edfxtp_1. The timer found approximately 160 register pins that no clock reaches; their paths are not timed. Post-CTS repair changed the size of 0 cells. The cell type contributing the most total cell area after synthesis is sky130_fd_sc_hd__edfxtp_1. The TritonCTS clock tree is built. The share of total power dissipated in sequential elements is 0.362. Counting flops and latches in the post-synthesis netlist gives between 200 and 250.

The number of buffers inserted during clock tree synthesis is 5. Traced cell by cell, the critical path runs through clkdlybuf4s50_1 > buf_4 > buf_4 > nand2b_1 > buf_4 > nor2_1 > a211oi_1 > o311ai_0 > buf_4 > nor4_1 > nor4b_1 > nand3_1 > buf_4 > nor3b_1 > or3_1 > clkdlybuf4s50_1. In the final layout, the share of cells above drive strength 1 is 0.09428. Across the VDD grid, the largest voltage drop is between 0.09 and 0.1 mV.

The Yosys chip area is between 15,000 and 20,000 um2. For this run the aggregate overflow at the end of global routing stands at 0. Data on the critical path is required at its endpoint by approximately 6.0 ns. The global-route usage over all layers is 0.3820. The detailed-route DRC error count is 0. According to the floorplan log, the row count is 72. The final report lists the setup-violating endpoint count as 0. The flow reported a cell area power density of 35.46 nW/um2. The clock tree synthesis step divided the H-tree into 2 levels.

The iteration tally of the first detailed-router pass is 8. The yosys cell count is 1,814. The critical path is of the primary input to output port type. By area the synthesized netlist is led by sky130_fd_sc_hd__edfxtp_1 (32%), sky130_fd_sc_hd__dfxtp_1 (4.4%), sky130_fd_sc_hd__a21oi_1 (4.3%). The initial antenna violation count was 2. The script logs the mean routed wire length per placed instance as between 30 and 40 um. Summed over all cells, the static leakage comes to just over 6 nW. For this block, the initial DRC count from the detailed router was approximately 1,600.

The shortest clock period the worst path allows after layout is approximately 7.4 ns. The total power consumption of the routed design is 608.3 uW. The cell count after synthesis is roughly 1,800. The register with the most flip-flops in the layout has 20 of them. The master of the slowest instance on the critical path is sky130_fd_sc_hd__nor2_1. Of the total power, the clock network draws 0.326. Per the cell usage report, the commonest logic cells after layout are sky130_fd_sc_hd__edfxtp_1 (167), sky130_fd_sc_hd__nand2_1 (162), sky130_fd_sc_hd__nor2_1 (155). After detailed routing, the number of vias per cell comes to between 6 and 7. The filler cells instantiated in the layout total 3,827.

The clock transition at the registers of the reported paths is approximately 0.060 ns. The logs give a warning total of 49. The total detailed-routing wirelength is around 74 mm. Counting pins that exceed their max-slew limit in the final report gives 0. The number of buffers on the longest clock path is 2.

The area of the chip is roughly 40,000 um2. The final timing summary puts the cycle share of the worst path at 0.9865. The number of buffers inserted by hold repair at cts is 0.

The count of different cell masters after synthesis is about 96. The run finished with clean final reports. The longest incremental delay of any stage on the critical path is reported as 0.55 ns. The area of the core is a little under 40,000 um2.
## cells in the mapped netlist (all sizes together), types with 23 or more instances
library cell,instances
a211oi,23
a21oi,138
a22oi,26
and3,27
buf,34
clkbuf,95
dfxtp,35
edfxtp,167
ha,39
inv,64
mux2i,41
nand2,162
nand2b,34
nand3,67
nor2,156
nor3,39
o211ai,25
o21ai,138
xnor2,49
xor2,26
## metrics by stage
stage	instance area, um2	setup slack [ns]	util	std cells	hold WS, ns
after floorplan	15760	0.9928	-	1814	0.3499
after global placement	17010	0.1808	0.4391	2345	0.3575
after detailed placement	17010	0.1993	0.4391	2345	0.3574
after CTS	17150	0.1916	0.4427	2353	0.3652
after global routing	17150	0.01615	0.4428	2354	0.3754
final	17150	0.1010	0.4428	2354	0.3630
## cell type report
type,instances,area share
Antenna cell,1,0.0001459
Clock buffer,6,0.007513
Clock inverter,2,0.0005106
Inverter,67,0.01466
Multi-Input combinational cell,1416,0.5392
Sequential cell,202,0.3333
Tap cell,518,0.03778
Timing Repair Buffer,142,0.06696
## worst paths after layout
path / start / to / cells after the start
worst max-delay path: SW2 / CA / 16
worst min-delay path: _debounce.DFF1 / _debounce.DFF2 / 0
worst max register to register: segments_.count[6] / segments_.count[16] / 4
worst min register to register: _debounce.DFF1 / _debounce.DFF2 / 0
## routing by layer
| metal | wire length [um] | vias to the layer above | GRT usage |
|---|---|---|---|
| li1 | - | 6985 | - |
| met1 | 30130 | 7581 | 0.5477 |
| met2 | 31450 | 934 | 0.5444 |
| met3 | 8411 | 217 | 0.1301 |
| met4 | 3828 | 2 | 0.1598 |
| met5 | 13 | - | 0 |
## power groups by stage
stage	Sequential, mW	Combinational, mW	Clock, mW
finish	0.220	0.190	0.198
global route	0.220	0.200	0.217
CTS	0.220	0.184	0.202
## worst max-delay path: cells and delay by family
kind,cells,cell delay (ns)
AND/OR/NAND/NOR,7,1.99
buffers and inverters,7,2.03
AND-OR/OR-AND,2,0.38
## logic make-up (layout without fill, tap and decap cells)
| kind of cell | Yosys count | count (layout) | share of synthesized area |
|---|---|---|---|
| other | 1 | 2 | 0.0002380 |
| adders and majority gates | 41 | 41 | 0.03351 |
| buffers and inverters | 196 | 217 | 0.05233 |
| and+or+nand+nor | 624 | 624 | 0.1994 |
| AOI/OAI and AO/OA | 615 | 615 | 0.2669 |
| xor gates and xnor gates | 75 | 75 | 0.04169 |
| DFF | 202 | 202 | 0.3627 |
| muxes | 60 | 60 | 0.04320 |
No activity file was given, so power comes from the tool's default toggle rates.
