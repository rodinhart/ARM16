### config.mk
export PLATFORM = sky130hd
export DESIGN_NAME = SHU
export DESIGN_NICKNAME = SHU
export VERILOG_FILES = /design/flow/design.v
export SDC_FILE = /design/flow/constraint.sdc
export NUM_CORES = 4
export LEC_CHECK = 1
export CORE_AREA = 10 10 82 82
export DIE_AREA = 0 0 92 92
### constraint.sdc
current_design SHU

set clk_period 3.6
set clk_io_pct 0.2

create_clock -name clk0 -period $clk_period

set non_clock_inputs [all_inputs -no_clocks]
set_input_delay [expr $clk_period * $clk_io_pct] -clock clk0 $non_clock_inputs
set_output_delay [expr $clk_period * $clk_io_pct] -clock clk0 [all_outputs]
### design.v
`timescale 1ns / 1ps
module SHU(
    output [3:0] s,
    output C,
	 output N,
	 output Z,
	 output V,
    input [3:0] a,
    input [3:0] b,
    input cin,
	 input [2:0] op
    );
wire [4:0] r;
assign r =
  op == 0 ? a << b :  
  op == 1 ? a >>> b :  
  op == 2 ? {a[3], a[3], a[3], a[3], a} >> b :  
  op == 3 ? (a >>> b) | (a << (4 - b)) :  
  op == 4 ? (a >>> b) | (a << (5 - b)) | (cin << b) :  
  op == 5 ? 0 :
  op == 6 ? 0 :
  op == 7 ? a + 4'h2 :  
  0;
assign s = r[3:0];
assign C = r[4];
assign N = r[3];
assign Z = r[3:0] == 0;
assign V = (~a[3])&((~b[3])^op[1])&r[3] | a[3]&(b[3]^op[1])&(~r[3]);
endmodule
### run.sh
#!/bin/bash
# OpenROAD 26Q1-2900-gdf79404cd8, Yosys 0.63+post, stock flow scripts
make -C /OpenROAD-flow-scripts/flow DESIGN_CONFIG=/design/flow/config.mk WORK_HOME=/design/flow/orfs finish
==> run_results.csv <==
group,metric,value,unit
pwr,pwr-share-comb,1.000,
critical_path,cp.required,2.88,ns
finish,drive_gt1_frac,0.450,
pwr,p_per_area,126,mW/mm^2
placement,hpwl,3450,um
routing,insertedDiodeCount,0,
synth,topCellsByArea,"mux2i_1 (6.1%), nand2_1 (5.6%), nor2_1 (5.3%), ha_1 (4.4%), o21ai_0 (4.4%)",
placement,portBuffers,20,
timing,relSlewSlack,0.727,
pwr,switching_share,0.457,
floorplanning,row_count,26,
critical_path,cp_cell_sequence,"clkdlybuf4s15_2, buf_12, mux2i_2, buf_4, o21ai_1, a211oi_2, o221ai_4, buf_4, buf_4, clkdlybuf4s50_1",
pwr,leakage,0.827,nW
critical_path,critPathLaunchType,"input port",
routing,wl,4430,um
finish,final_util,0.385,
global_route,grt_max_degree,25,
routing,drtIter0Drc,132,
floorplanning,dieArea,0.00846,sq mm
floorplanning,fp_util,0.225,
global_route,grt_use_total,0.0977,
critical_path,end_kind,"primary output",
pwr,p_int,0.134,mW
timing,fin_tns_setup,0,ns
timing,setup_violations,0,
timing,final_hold_viol_count,0,
finish,synthToLayoutAreaGrowth,70.7,%
synth,synth_area,0.00114,sq mm
timing,fin_crit,3.55,ns
synth,top_area_cell,"mux2i_1",
critical_path,path_delay_family,"buffers and inverters",
critical_path,crit_path_frequent_cell,"buf_4",
synth,synth_top_cell_by_count,"nand2_1",
flow_run,tool_warnings,34,
synth,ys_seq_share,0,
finish,final_cells,301,
critical_path,cp_slowest_cell,"clkdlybuf4s50_1",
global_route,antenna_found_initial,0,
routing,antenna_left,0,
flow_run,drv_cap,0,
pwr,p_total,0.246,mW
timing,hold_ws,2.09,ns
synth,syn_area_per_cell,6.89,sq um
synth,yosys_warnings,0,
floorplanning,die_w,92,um
timing,fin_crit_sh,0.985,
synth,common_cells,"nand2_1 (17), nor2_1 (16), o21ai_0 (10)",
routing,drc,0,
routing,dr.pass1.iters,4,
floorplanning,core,0.00507,sq mm
timing,worst_pin_slew,0.409,ns
outcome,status,"complete, no violations",
floorplanning,io_pins,20,
timing,slew_viol_final,0,
critical_path,critPathMaxFanout,17,
floorplanning,die_y,92,um
synth,yosysCellCount,166,
synth,ys_types,59,
placement,placed_cells_incl_taps,297,
finish,clock_buffers,0,
timing,rsz0062_at_grt,"yes",
finish,area.sequential,0,sq um
pwr,power_switching,0.113,mW
critical_path,worstSetupPathType,"in2out",
synth,synthCells,166,
finish,fillers,535,
pwr,ir_worst_vdd,44.0,uV
critical_path,max_stage_delay,0.40,ns
global_route,overflow,0,
timing,clock.fmax,0.282,GHz
global_route,grt_pass1_vias,1404,
routing,vias,1525,
routing,wl_per_cell,14.7,um
placement,globalplace.congestion,0.953,
routing,routed_via_density,5.07,
finish,seq_cells,0,
hold_path,hold_path.class,"in2out",
critical_path,critical_path_buf_inv_count,6,
synth,top_cell_area_share,0.0613,
pwr,p_seq_frac,0,
global_route,grt_pass1_wl,7140,um
synth,yosys_area,0.00114,sq mm
critical_path,arrival,2.83,ns
pwr,clkPwrFrac,0,
[path summary, 6_finish.rpt]
check / start / to / slack [ns] / cells after the start
worst max-delay path: b[0] / s[3] / 0.05 / 10
worst min-delay path: a[3] / V / 2.09 / 6
[layout make-up]
cell class	instances	area, sq um	area share
inverters	3	13.8	0.00705
well taps	70	87.6	0.0449
multi-input cells	144	1140	0.583
repair buffers	84	713	0.365
[what timing repair did]
action | in CTS | in global routing
resized | 33 | 26
setup endpoints to repair | 8 | 8
hold buffers | 0 | 0
setup buffers | 1 | 2
pin swaps | 5 | 6
gates cloned | 0 | 1
[cells in the final DEF (no fill, tap or decap), types with 4 or more instances in the layout]
cell type and instances:
nand2_1 17, dlygate4sd2_1 4, clkdlybuf4s50_1 8, nor2_1 13
a21oi_1 6, mux2i_1 6, o21ai_0 9, nor2b_1 4
nand2b_1 5, buf_4 60, nor3_1 4
[power groups by stage]
stage	Clock [mW]	Sequential (mW)	Combinational (mW)
6_report	0	0	0.246
5_1_grt	0	0	0.268
4_1_cts	0	0	0.230
[routing by layer]
layer | part of all wire | track usage | wire length [um] | up-vias
met5 | 0 | 0 | 0 | -
li1 | - | - | - | 764
met3 | 0.047 | 0.00577 | 207 | 4
met1 | 0.48 | 0.139 | 2110 | 716
met4 | 0.0036 | 0.00386 | 16 | 0
met2 | 0.47 | 0.167 | 2090 | 41
[metrics by stage]
step,instance area (sq um),setup WS (ns)
6_report,1950,0.0547
4_1_cts,1860,0.00137
5_1_grt,1950,-0.0265
3_3_place_gp,1770,-0.495
2_1_floorplan,1140,0.493
3_5_place_dp,1770,-0.498
[logic make-up after synthesis]
logic type | Yosys count | share of synthesized area
AOI/OAI and AO/OA | 51 | 0.339
xor gates and xnor gates | 3 | 0.0230
adders and majority gates | 4 | 0.0438
buffers and inverters | 22 | 0.109
muxes | 12 | 0.124
and+or+nand+nor | 74 | 0.361
Power figures rest on the tool's default switching activity, not on a simulated workload.
